`./design.v`:
```
module gates(input [3:0] a, b, output [3:0] y1, y2, y3, y4, y5);
    assign y1 = a & b;
    assign y2 = a | b;
    assign y3 = a ^ b;
    assign y4 = ~ (a & b);
    assign y5 = ~ (a | b);
endmodule
```
`./run.sh`:
```
#!/bin/bash
# OpenROAD 26Q1-2900-gdf79404cd8, Yosys 0.63+post, stock flow scripts
make -C /OpenROAD-flow-scripts/flow DESIGN_CONFIG=/design/flow/config.mk WORK_HOME=/design/flow/orfs finish
```
`./config.mk`:
```
export PLATFORM = sky130hd
export DESIGN_NAME = gates
export DESIGN_NICKNAME = gates
export VERILOG_FILES = /design/flow/design.v
export SDC_FILE = /design/flow/constraint.sdc
export NUM_CORES = 4
export LEC_CHECK = 1
export CORE_AREA = 10 10 70 70
export DIE_AREA = 0 0 80 80
```
`./constraint.sdc`:
```
current_design gates

set clk_period 1.0
set clk_io_pct 0.2

create_clock -name clk0 -period $clk_period

set non_clock_inputs [all_inputs -no_clocks]
set_input_delay [expr $clk_period * $clk_io_pct] -clock clk0 $non_clock_inputs
set_output_delay [expr $clk_period * $clk_io_pct] -clock clk0 [all_outputs]
```
==> flow_metrics.env <==
# source this file to load flow results
export IMPL_status="finished clean"
export IMPL_synth_top_cell_area_share=0.769
export IMPL_chipArea_um2=6400
export IMPL_dieHeight_um=80
export IMPL_finalClockPeriodUsage=0.974
export IMPL_cp_max_fo=3
export IMPL_dpl_hpwl_um=823
export IMPL_wire_per_inst_um=7.66
export IMPL_setup_viol=0
export IMPL_p_switching_w=0.0000669
export IMPL_seq_cells=0
export IMPL_syn_cell_area_um2=260
export IMPL_p_per_area_nw_per_um2=274
export IMPL_grt_overflow=0
export IMPL_port_buffers=28
export IMPL_post_place_ws_ns=-0.709
export IMPL_grt_max_degree=4
export IMPL_coreArea_um2=3420
export IMPL_adder_share=0.769
export IMPL_synthTopLogicFamily="adder cells"
export IMPL_drc=0
export IMPL_ctsHoldBuffers=0
export IMPL_crit_path_start_kind="primary input"
export IMPL_hold_class="in2out"
export IMPL_grt_pass1_vias=340
export IMPL_yosys_cells=32
export IMPL_setup_ws_ns=0.0264
export IMPL_synth_sequential_area_ratio=0
export IMPL_slew_headroom=0.953
export IMPL_ys_sh_aoi=0
export IMPL_hold_violations=0
export IMPL_wirelength_um=911
export IMPL_path_class="in2out"
export IMPL_clockPowerShare=0
export IMPL_syn_area_per_cell_um2=8.13
export IMPL_fmax_mhz=1030
export IMPL_yosysWarnings=0
export IMPL_yosys_area_um2=260
export IMPL_grt_first_pass_wirelength_mm=1.53
export IMPL_leakage_nw=0.379
export IMPL_firstDrtPassIters=2
export IMPL_max_vdd_ir_drop_mv=0.0826
export IMPL_finalSetupTns_ns=0
export IMPL_fp_util=0.0762
export IMPL_io_pins=28
export IMPL_fillers=391
export IMPL_postSynthCellCount=32
export IMPL_comb_power_share=1.000
export IMPL_drv_cap=0
export IMPL_synth_cellmix_simpleShare=0
export IMPL_via_per_inst=2.69
export IMPL_vias=320
export IMPL_rsz0062_at_grt="no"
export IMPL_crit_path_end_kind="output pin"
export IMPL_fin_cells=119
export IMPL_drt_iter0_markers=2
export IMPL_p_seq_frac=0
export IMPL_ys_types=2
export IMPL_synthXorXnorAreaFrac=0
export IMPL_antenna_found_initial=0
export IMPL_gp_congestion=0.689
export IMPL_drtAntennaViolNets=0
export IMPL_drive_above_1_share=0.644
export IMPL_n_antenna_cell=0
export IMPL_warning_count=44
export IMPL_yosysTopAreaCell="ha_1"
export IMPL_top_cells_by_area="ha_1 (77%), inv_1 (23%)"
export IMPL_dp_cells=118
export IMPL_ys_top_cells_by_count="ha_1 (16), inv_1 (16)"
export IMPL_crit_required_ns=0.80
export IMPL_worst_slew_pin_slew_ns=0.0708
export IMPL_synthMuxAreaShare=0
export IMPL_p_int_w=0.000136
export IMPL_drv_slew=0
export IMPL_syn_to_final_growth_pct=185
export IMPL_sw_frac_of_total=0.329
export IMPL_crit_arrival_ns=0.77
export IMPL_flop_area_um2=0
export IMPL_finalCriticalPeriod_ns=0.974
export IMPL_row_count=21
export IMPL_grt_use_total=0.0270
export IMPL_die_width_um=80
export IMPL_nClkBuffers=0
## cell usage in the layout, fill, tap and decap left out
cell and instances:
dlygate4sd2_1 6, inv_2 8, inv_1 8, ha_2 5, clkdlybuf4s15_1 5, buf_6 14, buf_2 4, buf_4 8
ha_1 7, clkbuf_2 4, ha_4 4
## timing repair
| item | 4_1_cts | 5_1_grt |
|---|---|---|
| setup endpoints to repair | 20 | 7 |
| setup buffers | 6 | 0 |
| cloned | 0 | 0 |
| pin swaps | 1 | 0 |
| gates resized | 101 | 8 |
## critical path, stage by stage
cell	delay, ns
buf_6	0.08
inv_2	0.03
buf_4	0.11
ha_1	0.17
clkdlybuf4s15_1	0.17
## worst paths after layout
kind,cells past startpoint,start,slack (ns),end
setup / recovery,5,a[2],0.03,y5[2]
hold / removal,4,b[0],0.75,y3[0]
## stage by stage
stage | util | instance area (µm²) | hold slack, ns | total power [W]
after floorplan | - | 260 | 0.487 | 0.0000195
after global placement | 0.201 | 688 | 1.46 | 0.000209
after detailed placement | 0.201 | 688 | 1.47 | 0.000211
after CTS | 0.218 | 746 | 0.763 | 0.000211
after global routing | 0.217 | 741 | 0.785 | 0.000235
final | 0.217 | 741 | 0.751 | 0.000203
## power groups by stage
stage	Clock [W]	Combinational [W]	Sequential, W
CTS	0	0.000211	0
finish	0	0.000203	0
global route	0	0.000235	0
## area by class of cell
cell class / instances / area [µm²] / share of cell area
tap: 46 / 57.6 / 0.0777
timing repair buffer: 41 / 360 / 0.486
inverter: 16 / 60.1 / 0.0811
multi-input combinational: 16 / 263 / 0.355
## per-layer routing
metal / track usage / part of all wire / wire length (µm) / vias up
met5: 0 / 0 / 0 / -
met4: 0 / 0 / 0 / 0
met3: 0.0125 / 0.13 / 121 / 0
met2: 0.0433 / 0.50 / 458 / 12
met1: 0.0343 / 0.36 / 331 / 140
li1: - / - / - / 168
## kinds of logic after synthesis
kind of cell	count (synthesis)
adder cells (fa/ha/maj)	16
buffers and inverters	16
Power is estimated from default activity; no workload was simulated.
