==> design/flow/design.v <==
module ram (input we, input [15:0] adr, input [3:0] din, output [3:0] dout);
    reg [15:0] mem [3:0];
    always @(negedge we)
        if (!we) mem[adr] <= din;
     assign dout = mem[adr];
endmodule
==> design/flow/run.sh <==
#!/bin/bash
# OpenROAD 26Q1-2900-gdf79404cd8, Yosys 0.63+post, stock flow scripts
make -C /OpenROAD-flow-scripts/flow DESIGN_CONFIG=/design/flow/config.mk WORK_HOME=/design/flow/orfs finish
==> design/flow/config.mk <==
export PLATFORM = sky130hd
export DESIGN_NAME = ram
export DESIGN_NICKNAME = ram
export VERILOG_FILES = /design/flow/design.v
export SDC_FILE = /design/flow/constraint.sdc
export NUM_CORES = 4
export LEC_CHECK = 1
export CORE_AREA = 10 10 91 91
export DIE_AREA = 0 0 101 101
==> design/flow/constraint.sdc <==
current_design ram

set clk_period 1.9
set clk_io_pct 0.2

create_clock -name clk0 -period $clk_period [get_ports {we}]

set non_clock_inputs [all_inputs -no_clocks]
set_input_delay [expr $clk_period * $clk_io_pct] -clock clk0 $non_clock_inputs
set_output_delay [expr $clk_period * $clk_io_pct] -clock clk0 [all_outputs]
==> Slide: Implementation Results <==
Run Summary

Layout
  • Largest register FFs: 16
  • Fill cells: slightly below 700
  • Syn-to-layout area delta: 52.35%
  • Share of layout cells above drive strength 1: between 30% and 40%
  • Largest Register: mem
  • Most frequent cells in the layout: inv_1, edfxtp_1
  • Top flop regs: mem (16)

Final timing
  • Final-report setup violation count: 4
  • Relative max-transition margin: between 80 and 90%
  • TNS Setup: -2.777 ns
  • Hold slack: 1.329 ns
  • Tightest Pin Transition: 0.1501 ns
  • Final number of hold-violating endpoints: 0
  • Final Max Tran Viols: 0
  • Unrepaired setup endpoints after global routing: true
  • Worst Setup Slack, final: -0.7058 ns

Hold path
  • Min-delay worst type: in2out

Worst setup path
  • Critical path's slowest cell: mux4_2
  • Crit. End Element: output pin
  • CP arrival: 2.23 ns
  • Crit-path max FO: 1
  • CP required: approximately 1.5 ns
  • Startpoint Class: register
  • Worst stage delay on the critical path: ~0.47 ns
  • CP delay by family, top: multiplexers
  • CP bufs+invs: 1
  • Critical Path, Cell by Cell: mux4_2, buf_2
  • Worst setup path class: reg2out

Power and ir drop
  • Worst VDD drop: approximately 0.22 mV
  • Net Switching: roughly 0.22 mW
  • Reg power frac: around 49%
  • P per Cell Area: 929.5 mW/mm^2
  • Leak: between 0.3 and 0.4 nW
  • Switching fraction of total power: 25.11%
  • Internal: 0.6489 mW
  • Clock power share: roughly 43%
  • Comb pwr share: a little under 8%

Floorplanning
  • FP Util: about a tenth
  • Top Ports: 25
  • Die extent in x: 101 microns
  • FP Rows: 29
  • DIE AREA: roughly 0.01 sq mm
  • Core Box Area: approximately 0.0063 sq mm
  • Die H: 101 microns

Routing
  • N_diodes: 0
  • Vias: about 340
  • Avg WL per Cell: roughly 8.7 microns
  • Initial detailed-routing violation count: 7
  • DR pass1 iterations: 2
  • Post-route ant nets: 0
  • Vias/cell: between 2 and 3
  • Remaining DRCs: 0
  • Total routed wirelength: roughly 1.2 mm

Synth
  • Synth Area per Inst: ~24 sq um
  • Gate Count Post-Synth: 26
  • Synth Warn #: 1
  • Seq/Total Area, Yosys: roughly four fifths
  • Post-synth cell types: 8
  • Flop and latch count out of synthesis: 16
  • Synth Cell Area: between 600 and 700 sq um
  • Yosys stat cell total: 26
  • Yosys stat area: a little over 600 sq um

Global route
  • Grt ovf: 0
  • Initial antenna violation count: 0
  • Global-route wire length before repair: 1.876 mm
  • GR Util All Layers: between 2 and 2.5%
  • Vias in the first global route: between 400 and 500
  • Largest net degree at the start of global routing: 10

Clock tree
  • H-tree Lvls: 1
  • CTS tree: built
  • Clk root buf: clkbuf_8
  • Max Root-Sink Buffers: 2
  • CTS Sinks: 16
  • Clock transition at path regs: approximately 0.040 ns
  • Cts bufs inserted: 3
  • Cts hold-fix bufs: 0

Run status
  • Failing checks: negative setup slack
  • Status: finished, violations left

Job
  • Max_cap viols: 0
  • Log Warnings: 58

Placement
  • Port bufs: 10
  • GPL Wtd Cong: 0.8136
  • Dpl hpwl: around 920 microns
kinds of logic after synthesis:
family,Yosys count,synth area share (%)
buffers and inverters,2,2.453
and+or+nand+nor,4,4.295
DFF,16,78.53
muxes,4,14.72
per-layer routing:
layer / part of all wire [%] / vias up / wire, microns / GRT usage, %
met4: 2.3 / 0 / 27 / 1.072
met2: 62 / 6 / 730 / 4.570
met1: 30 / 164 / 357 / 1.738
li1: - / 170 / - / -
met3: 5.7 / 3 / 68 / 1.525
met5: 0 / - / 0 / 0
worst paths after layout:
| kind | startpoint | slack, ns | to | cells after the start |
|---|---|---|---|---|
| hold / removal | adr[0] | 1.33 | dout[2] | 4 |
| setup / recovery | mem[2][3]$_DFFE_NP_ | -0.71 | dout[3] | 2 |
metrics by stage:
| step | instances | cell area [sq um] | worst slack (ns) | utilization (%) | power [mW] |
|---|---|---|---|---|---|
| detailed placement | 117 | 849.6 | -0.7080 | 13.38 | 0.5628 |
| global route | 136 | 932.1 | -0.7623 | 14.68 | 0.9420 |
| CTS | 136 | 937.1 | -0.7303 | 14.76 | 0.8847 |
| global placement | 117 | 849.6 | -0.6923 | 13.38 | 0.5609 |
| floorplan | 26 | 635.6 | -0.1860 | - | 0.5107 |
| finish | 136 | 932.1 | -0.7058 | 14.68 | 0.8664 |
synth_stat cells:
cell / instances / area share (%)
inv_1: 1 / 0.61
and2_2: 1 / 1.2
buf_6: 1 / 1.8
nor2_1: 1 / 0.61
and2b_2: 1 / 1.4
edfxtp_1: 16 / 79
mux4_2: 4 / 15
nor2b_1: 1 / 1.0
layout make-up:
class	instances	area (sq um)	area share, %
multi-input cells	8	131.4	14.09
well taps	77	96.34	10.34
flip-flops and latches	16	480.5	51.54
clock buffers	3	41.29	4.430
repair buffers	15	117.6	12.62
clock inverters	17	65.06	6.980
power by group through the flow:
stage | Combinational (mW) | Clock (mW) | Sequential [mW]
5_1_grt | 0.0746 | 0.444 | 0.424
4_1_cts | 0.0718 | 0.389 | 0.424
6_report | 0.0677 | 0.375 | 0.423
repair_timing:
| action | CTS | global route |
|---|---|---|
| pin swaps | 1 | 0 |
| buffers inserted | 0 | 0 |
| endpoints found under the setup margin | 20 | 9 |
| resized | 18 | 1 |
No activity file was given, so power comes from the tool's default toggle rates.
